==> design.v <==
module Moore(reset , ACK , START , A0,A1,A2,A3,A4,A5,A6,A7,A8,A9 ,location,clk,Done1,counter1);
input  [6:0] A0,A1,A2,A3,A4,A5,A6,A7,A8,A9 ;
input reset , ACK , START , clk;
output [3:0] location;
output Done1;
output [6:0]counter1;
reg [3:0] location, state ;
reg [6:0] Ain [9:0];
reg[3:0] i ,j ,m;
reg [6:0]counter1;
parameter  INITIAL = 4'b0001;
 parameter Zero = 4'b0010;
 parameter right= 4'b0011;
 parameter inc_J= 4'b0100;
 parameter compare = 4'b0101;
 parameter go = 4'b0110;
 parameter left= 4'b0111;
 parameter dec_m = 4'b1000;
  parameter decide = 4'b1001;
  parameter loc = 4'b1010;
 parameter  lastindex= 4'b1100;
 parameter Done = 4'b1101;
always @(posedge clk or posedge reset) 
begin  : CU_DU
    if (reset)
       begin
        state<= INITIAL;
        end
    else
       begin
         case (state)
	        INITIAL: 
	          begin
                    i<= 4'b0;
                    counter1<=7'b0;
        location<= 4'b0;
        Ain[0]<=A0;
        Ain[1]<=A1;
        Ain[2]<=A2;
        Ain[3]<=A3;
        Ain[4]<=A4;
        Ain[5]<=A5;
        Ain[6]<=A6;
        Ain[7]<=A7;
        Ain[8]<=A8;
        Ain[9]<=A9;
		         if (START)
		           state <= Zero;
                          else
                          state<=INITIAL;
                end
                Zero:
                begin
                counter1<=counter1+1;
                j<=i;
                state<= right;
                end
                right:
                begin
                  counter1<=counter1+1;
                  if(Ain[j+1]<=Ain[i])
                      state<= compare;
                 else 
                    state<=inc_J;
                end
                inc_J:
                begin
                  counter1<=counter1+1;
                  j<=j+1;
                  if(j<9)
                    state<=right;
                  else
                    state<= loc;
                end
                compare:
                begin
                  counter1<=counter1+1;
                  i<=i+1;
                  if(i<9)
                    state<= go;
                    else
                    state<= lastindex;
                end
                go:
                begin
                counter1<=counter1+1;
                m<=i;
                j<=i;
                state<=left;
                end
                left:
                begin
                  counter1<=counter1+1;
                  if(Ain[m-1]<Ain[i])
                    state<=dec_m;
                  else
                    state<= compare;
                end
                dec_m:
                begin
                counter1<=counter1+1;
                m<=m-1;
                if(m<=1)
                 state<=decide;
                 else
                 state<=left;
                end
                decide:
                begin
                 counter1<=counter1+1;
                if(i==9)
                  state<=loc;
                  else
                  state<= right;
                end
                lastindex:
                begin
                  counter1<=counter1+1;
                  i<=i+5;
                  state<=loc;
                end
                loc:
                begin
                counter1<=counter1+1;
                location<=i;
                state<=Done;
                end
                Done:
                begin
                  if(ACK)
                    state<=INITIAL;
                    else
                    state<=Done;
                end
                endcase
                end 
                end
         assign Done1 = (state==Done);
      endmodule
==> run.sh <==
#!/bin/bash
# OpenROAD 26Q1-2900-gdf79404cd8, Yosys 0.63+post, stock flow scripts
make -C /OpenROAD-flow-scripts/flow DESIGN_CONFIG=/design/flow/config.mk WORK_HOME=/design/flow/orfs finish
==> config.mk <==
export PLATFORM = sky130hd
export DESIGN_NAME = Moore
export DESIGN_NICKNAME = Moore
export VERILOG_FILES = /design/flow/design.v
export SDC_FILE = /design/flow/constraint.sdc
export NUM_CORES = 4
export LEC_CHECK = 1
export CORE_UTILIZATION = 30
==> constraint.sdc <==
current_design Moore

set clk_period 8.2
set clk_io_pct 0.2

create_clock -name clk0 -period $clk_period [get_ports {clk}]

set non_clock_inputs [all_inputs -no_clocks]
set_input_delay [expr $clk_period * $clk_io_pct] -clock clk0 $non_clock_inputs
set_output_delay [expr $clk_period * $clk_io_pct] -clock clk0 [all_outputs]
==> impl_metrics.py <==
# Synthesis and PnR figures
metrics = {
    "place": {
        "place.gp.congestion": 0.954,
        "place_worst_setup_slack_ns": 4.34,
        "io_buffers": 85,
        "place.detailed.hpwl_um": 12500,
    },
    "detailed_routing": {
        "first_iter_violations": 481,
        "dr_total_vias": 4992,
        "drt-total-wl_um": 17600,
        "n_antenna_cell": 0,
        "drc": 0,
        "vias_per_cell": 5.55,
        "routed_wire_length_per_instance_um": 19.6,
        "first_pass_iters": 5,
        "ant_nets": 0,
    },
    "logic_synthesis": {
        "ff_type": "edfxtp_1",
        "synth-async-reset-ratio": 0.114,
        "ys_seq_frac": 0.513,
        "ys_chip_area_mm2": 0.00603,
        "common_cells": "edfxtp_1, nor2_1, nand3_1",
        "netlist.area_leader.share": 0.463,
        "synth_cell_types": 63,
        "edf_count": 93,
        "ys_seq_elements": 105,
        "syn-cell-area_mm2": 0.00603,
        "syn_inst": 553,
        "largest_area_cell": "edfxtp_1",
        "netlist_top_cells_area": "edfxtp_1, ha_1, dfrtp_1, a22oi_1, nand3_1",
        "avgSynthCellArea_um2": 10.9,
        "yosys_cells": 553,
        "synth.most_common_cell": "edfxtp_1",
        "synth_warnings": 2,
    },
    "floorplanning": {
        "fp.dieW_um": 144,
        "coreArea_mm2": 0.0196,
        "die-area_mm2": 0.0207,
        "io_pins": 86,
        "rows": 51,
        "fp_util": 0.308,
        "die_h_um": 144,
    },
    "power_and_ir_drop": {
        "peakVddDrop_mv": 0.0872,
        "clkPwrFrac": 0.405,
        "p_int_mw": 0.862,
        "p_leak_nw": 2.66,
        "switching_share": 0.201,
        "power.density_mw_per_mm2": 144,
        "p_sw_mw": 0.217,
        "p_comb_frac": 0.051,
        "seq_power_share": 0.543,
    },
    "clock_network": {
        "worstSkewPairLatency_ns": 0.36,
        "clockRootBuffer": "clkbuf_16",
        "cts.sinks": 105,
        "cts_tree": "built",
        "ctsHoldBuffers": 0,
        "numCtsBuffers": 9,
        "clkSlewWorstSetupHoldPaths_ns": 0.07,
        "ctsResizeCount": 0,
        "clock_path_buffers": 2,
        "htreeDepth": 3,
        "post_cts.repair.setup_buffers": 0,
    },
    "final_timing": {
        "fin_crit_sh": 0.472,
        "layout_setup_ws_ns": 4.33,
        "fmax_mhz": 258,
        "fin_tns_setup_ns": 0,
        "whs_ns": 0.482,
        "setup_viol": 0,
        "period_minus_slack_ns": 3.87,
        "rsz0062_at_grt": "no",
        "finalHoldViolCount": 0,
        "skew_ns": 0.00744,
        "slew_viol_final": 0,
        "relSlewSlack": 0.460,
        "worst_pin_slew_ns": 0.810,
    },
    "grt": {
        "grt_max_degree": 58,
        "grt_overflow": 0,
        "grt_pass1_vias": 4905,
        "track_usage": 0.186,
        "grt_pass1_wl_um": 27300,
        "antenna_found_initial": 0,
    },
    "critical_path": {
        "worstSetupPathType": "reg -> reg",
        "critical_path_required_ns": 8.49,
        "crit_fanout": 9,
        "crit_family": "AND-OR/OR-AND gates",
        "slowest_stage": "edfxtp_1",
        "slowest_delay_ns": 0.51,
        "crit_path_cell_trace": "ha_1, and2_0, a211o_1, and3_1, a22o_1, a221oi_1, nand3_1, ha_1, a21o_1, a2111oi_0, a21oi_1, o21ai_0, o22ai_1, a21oi_1",
        "crit_path_end_kind": "flop",
        "cp.arrival_ns": 4.16,
        "start_kind": "flop",
        "critPathBufInv": 0,
    },
    "final_layout": {
        "nFillCells": 1887,
        "utilization": 0.381,
        "drive_gt1_frac": 0.0741,
        "syn_to_final_growth_pct": 23.9,
    },
    "flow_run": {
        "warnings": 38,
        "cap_violations": 0,
    },
    "worst_hold_path": {
        "hp-class": "reg -> reg",
    },
    "outcome": {
        "outcome": "finished clean",
    },
}
## cell usage in the layout (no fill, tap or decap), types with 6 or more instances in the layout
master / instances
nand4_1: 9
nor2_1: 41
ha_1: 31
edfxtp_1: 93
and3_1: 11
clkdlybuf4s50_1: 85
clkbuf_16: 9
a22o_1: 14
dfrtp_1: 11
a31oi_1: 8
a211oi_1: 6
nor2b_1: 9
inv_1: 18
a32oi_1: 8
nand2_1: 35
a22oi_1: 25
and2_1: 11
o21ai_0: 17
mux2_2: 10
a32o_1: 6
nand3_1: 37
a221oi_1: 13
buf_4: 12
a21oi_1: 28
## final timing paths
kind | startpoint | slack (ns) | cells after the start | endpoint
worst max-delay path | j[0] | 4.33 | 14 | state[8]
worst min-delay path | state[6] | 0.48 | 1 | state[11]
worst max register to register | j[0] | 4.33 | 14 | state[8]
worst min register to register | state[6] | 0.48 | 1 | state[11]
max in group asynchronous | reset | 6.00 | 2 | state[0]
min in group asynchronous | reset | 1.87 | 2 | state[8]
## layer usage
metal / global-route usage / part of all wire
met5: 0 / 0
met2: 0.290 / 0.47
met1: 0.265 / 0.40
met3: 0.0397 / 0.091
met4: 0.0622 / 0.038
## registers in the layout (all words and copies together) (netlist names)
signal / cells
Ain: 70
location: 4
state: 12
i: 4
j: 4
counter1: 7
m: 4
## cell families (layout without fill, tap and decap cells)
logic type / after synthesis / after routing / share of synthesized area
compound gates: 168 / 168 / 0.205
xor+xnor: 10 / 10 / 0.0145
fa+ha+maj: 31 / 31 / 0.0644
buf+inv: 50 / 131 / 0.0345
flops: 105 / 105 / 0.513
mux: 10 / 10 / 0.0187
simple gates: 179 / 179 / 0.149
## worst reg2reg max path: cells and delay by family (launching register included)
kind / cells / cell delay [ns]
fa+ha+maj: 2 / 0.64
flops: 1 / 0.51
compound gates: 9 / 2.07
simple gates: 3 / 0.60
## stage by stage
| step | power, mW | cells | cell area [um2] |
|---|---|---|---|
| global route | 1.12 | 899 | 7470 |
| CTS | 1.09 | 899 | 7470 |
| floorplan | 0.611 | 553 | 6030 |
| finish | 1.08 | 899 | 7470 |
| global placement | 0.653 | 883 | 7170 |
| detailed placement | 0.653 | 883 | 7170 |
## power groups by stage
stage / Sequential (mW) / Clock, mW / Combinational [mW]
CTS: 0.586 / 0.449 / 0.0559
global route: 0.586 / 0.472 / 0.0600
finish: 0.586 / 0.437 / 0.0553
## final cells by class
| class | count | area, um2 | area share |
|---|---|---|---|
| inverters | 18 | 67.6 | 0.00905 |
| repair buffers | 97 | 941 | 0.126 |
| clock buffers | 9 | 225 | 0.0302 |
| well taps | 265 | 332 | 0.0444 |
| flip-flops and latches | 105 | 3090 | 0.414 |
| multi-input cells | 398 | 2730 | 0.366 |
| clock inverters | 7 | 77.6 | 0.0104 |
Power and IR drop assume default switching activity.
