==> design/flow/design.v <==
module Mealy(reset , ACK , START , A0,A1,A2,A3,A4,A5,A6,A7,A8,A9 ,location,clk,Done2,counter2);
input  [6:0] A0,A1,A2,A3,A4,A5,A6,A7,A8,A9 ;
input reset , ACK , START , clk;
output [3:0] location;
output Done2;
output [6:0] counter2;
reg [3:0] location,i;
reg [1:0] state;
reg [6:0] Ain [9:0];
reg [6:0] counter2;
  parameter INITIAL  =3'b00;
  parameter  hold    =3'b01;
  parameter compute  =3'b10;
  parameter Done     =3'b11;
  always @(posedge clk or  posedge reset) 
  begin  : CU_DU
    if (reset)
       begin
	      state<= INITIAL;
       end
    else
      begin
        case (state)
	        INITIAL: 
             begin
                i<=3'b1;
                location<=4'b0;
                counter2<=7'b0;
                Ain[0]<=A0;
             	  Ain[1]<=A1;
                Ain[2]<=A2;
                Ain[3]<=A3;
                Ain[4]<=A4;
                Ain[5]<=A5;
                Ain[6]<=A6;
                Ain[7]<=A7;
                Ain[8]<=A8;
                Ain[9]<=A9;
                if(START)
                  state<= hold;
              end
 			hold:
                begin 
                  counter2<=counter2+1;
                  state <= compute;
               end
                    compute:
                    begin  
                    counter2<=counter2+1;
                      if(i>=0 && i<=9)
                        begin  
                         state<=hold;
                       if(location==0)
                          begin  
                           if(Ain[location]<Ain[i])
                             i<=i+1;
                           else
                             begin 
                             location<=location+1;
                             i<=i+1;
                             end  
                          end  
                       else if(location>0 && location<9)
                       begin  
                          if(i==9)
                          begin  
                             if(Ain[location]<Ain[9])
                                i<=location-1;
                             else 
                                location<=location+1;
                          end 
                          else
                          begin 
                             if(location<i)
                                begin  
                                   if(Ain[location]<Ain[i])
                                       i<=i+1;
                                   else
                                   begin  
                                      location<=location+1;
                                      i<=location+2;
                                   end  
                             end  
                             else
                             begin  
                               if(Ain[location]>Ain[i])
                                 i<=i-1;
                               else
                                begin 
                                  if(location<8)
                                   begin 
                                     i<=location+2;
                                     location<=location+1;
                                   end  
                                   else
                                   begin  
                                    i<=location;
                                    location<=location+1;
                                   end  
                                end  
                             end  
                          end  
                       end  
                       else
                         begin  
                           if(Ain[location]>Ain[i])
                             i<=i-1;
                           else
                           begin 
                              location<=15;
                              i<=i+2;
                           end 
                         end  
                         end  
                    else
                      state<=Done;                                                                            
                    end 
                   Done:
                begin
                  if(ACK)
                    state<=INITIAL;
                end
               endcase     
      end
   end
              assign Done2 = (state==Done);
endmodule
==> design/flow/run.sh <==
#!/bin/bash
# OpenROAD 26Q1-2900-gdf79404cd8, Yosys 0.63+post, stock flow scripts
make -C /OpenROAD-flow-scripts/flow DESIGN_CONFIG=/design/flow/config.mk WORK_HOME=/design/flow/orfs finish
==> design/flow/config.mk <==
export PLATFORM = sky130hd
export DESIGN_NAME = Mealy
export DESIGN_NICKNAME = Mealy
export VERILOG_FILES = /design/flow/design.v
export SDC_FILE = /design/flow/constraint.sdc
export NUM_CORES = 4
export LEC_CHECK = 1
export CORE_UTILIZATION = 30
==> design/flow/constraint.sdc <==
current_design Mealy

set clk_period 6.2
set clk_io_pct 0.2

create_clock -name clk0 -period $clk_period [get_ports {clk}]

set non_clock_inputs [all_inputs -no_clocks]
set_input_delay [expr $clk_period * $clk_io_pct] -clock clk0 $non_clock_inputs
set_output_delay [expr $clk_period * $clk_io_pct] -clock clk0 [all_outputs]
==> deck_impl_summary.md <==
Run Summary

Final layout
  • Area grow syn2layout: 24.2%
  • Non-Filler Instances: about 800
  • Fraction of layout cells with a size suffix above 1: slightly below 7%

Final timing
  • Slew at the pin closest to its max-slew limit: between 0.8 and 0.9 ns
  • Final Hold Vio Count: 0
  • Pins over their slew limit: 0
  • RSZ-0062 raised after global routing: no
  • Clock Skews: between 0.006 and 0.007 ns
  • Post-route setup TNS: 0 ns
  • Tmin final: about 4.7 ns
  • Period utilization: about three quarters
  • Final Setup Violations: 0
  • Worst rel slew slack: 43.8%
  • Fmax: around 210 MHz

Critical path
  • Reg2reg end: i[0]
  • Crit path launch type: register
  • Worst r2r src: location[1]
  • Critical path capture point type: register
  • CP top delay family: AND-OR/OR-AND gates
  • CP max stage cell: ha_1
  • Worst-path cell chain: inv_1, ha_1, o22ai_1, o21a_2, a221o_1, ha_1, nand4_1, a21oi_1, o21ai_1, mux2_2, o211a_1, a2111oi_2, a22o_1, a22oi_1
  • Largest stage delay, worst path: between 0.6 and 0.7 ns
  • Buf/Inv on CP: 1
  • Most used cell, CP: ha_1
  • R2R Setup Slk: 1.45 ns
  • FF-to-FF path depth: 14
  • WP data arrival: just under 5 ns
  • CP max FO: 17
  • WP data required: between 6 and 7 ns
  • WS Path Type: register to register

Die
  • FP Core Util: 31.0%
  • Height of the die: ~140 um
  • Die area: 0.0185 mm^2
  • Row count: roughly 48
  • Core region area: 0.0174 mm^2
  • # IOs: around 86
  • Die outline width: about 140 um

Clock network
  • Clock slew at reported path FFs: 0.06 ns
  • CTS resizes: 0
  • CTS Sinks: 89
  • CTS Buffer Depth: 2
  • CTS tree: built
  • Late-Pin Clk Latency: about 0.34 ns
  • Post-CTS setup buffer count: 0
  • Root Buffer: clkbuf_16
  • Post-CTS Hold Buffers: 0
  • Total CTS buffers: 9
  • # H-tree levels: 3

Synth
  • FF+latch count, synth: slightly below 90
  • Synth cell types: 66
  • Yosys Chip Area: between 0.005 and 0.006 mm^2
  • Mapped Cells: between 400 and 500
  • Number of enable flip-flop cells: around 85
  • Syn_area_per_cell: 11.3 um^2
  • Syn. warnings: 2
  • Yosys Instances: ~480
  • Main flop type: edfxtp_1
  • Mapped Area: about 0.0054 mm^2
  • Post-synth seq share: 49.2%
  • Async SR Flop Fraction: around 4.5%

Route
  • 1st-iter DRT viols: between 300 and 400
  • Final wirelength: roughly 15,000 um
  • DR WL/cell: 19.1 um
  • ANT nets after route: 0
  • Total number of vias: between 4,000 and 5,000
  • Via/cell ratio: between 5 and 6
  • DRC viols: 0
  • Diode count: 0
  • Iteration tally of the first detailed-router pass: 7

GRT
  • Aggregate global routing overflow: 0
  • Largest net degree at the start of global routing: approximately 63
  • Vias in the first global route: about 4,300
  • Global-route wire length before repair: approximately 23,000 um
  • GRT Total Usage: between 15 and 20%
  • Initial antenna violation count: 0

Min path
  • HP Start: state[2]
  • Worst hold path type: register to register
  • Worst Hold Depth: 0
  • Min-Delay Endpoint: state[1]

Pwr
  • Comb power frac: a little under half
  • Max IR drop VDD: approximately 0.15 mV
  • Pwr/cell area: 376 mW/mm^2
  • Power share of the clock group: about a fifth
  • Sw Share: ~39%
  • P_int: 1540 uW
  • NetSw: between 900 and 1000 uW
  • Leakage power: roughly 0.0024 uW
  • Sequential share of power: 34.4%

Status
  • Run status: complete, no violations

Place
  • # port buffers: 85
  • Placed instance count: 768
  • DPL Wire Length: between 10,000 and 15,000 um
  • RePlAce Congestion: slightly below 1

Flow run
  • Log Warnings: 37
  • Max Cap Violations: 0
[metrics by stage]
stage | power (uW) | instance area (um^2) | utilization (%) | hold slack, ns | setup WS [ns]
after floorplan | 1680 | 5390 | - | 0.355 | 1.53
after global placement | 2020 | 6430 | 36.9 | 0.361 | 1.55
after detailed placement | 2020 | 6430 | 36.9 | 0.364 | 1.58
after CTS | 2530 | 6690 | 38.4 | 0.374 | 1.53
after global routing | 2710 | 6690 | 38.4 | 0.372 | 1.18
final | 2520 | 6690 | 38.4 | 0.372 | 1.45
[metal layers]
layer	up-vias	track usage, %	wire length, um	share of wire, %
li1	2037	-	-	-
met1	2046	24.5	6280	42
met2	184	29.4	7330	49
met3	22	3.99	1050	7.0
met4	0	3.15	313	2.1
met5	-	0	0	0
[registers in the layout (all words and copies together), names as in the netlist]
signal and cells:
Ain 70, counter2 7, i 4, location 4, state 4
[worst max path at each step]
stage           start    to  slack, ns  cells past startpoint
4_1_cts   location[1]  i[0]       1.53                     14
6_report  location[1]  i[0]       1.45                     14
5_1_grt   location[1]  i[0]       1.18                     14
[worst reg2reg max path, delay by kind of cell, from the launching register on]
family / cells / cell delay [ns]
compound gates: 9 / 2.13
fa+ha+maj: 2 / 1.05
flops: 1 / 0.54
mux: 1 / 0.34
buf+inv: 1 / 0.25
simple gates: 1 / 0.17
[synthesized netlist by cell type, types with 2 or more instances]
master	n	share of area, %
a211oi_1	4	0.56
a21boi_0	2	0.28
a21o_1	2	0.28
a21oi_1	33	3.1
a21oi_2	3	0.49
a221o_1	6	1.1
a221oi_1	18	2.9
a222oi_1	8	1.5
a22o_1	7	1.1
a22oi_1	20	2.8
a31oi_1	10	1.2
and2_1	2	0.23
and3_1	3	0.35
buf_1	2	0.14
buf_2	2	0.19
buf_4	2	0.28
buf_6	4	0.84
clkbuf_1	14	0.97
dfrtp_1	3	1.4
edfxtp_1	85	47
ha_1	45	10
inv_1	26	1.8
mux2_2	5	1.0
mux2i_1	6	1.1
nand2_1	31	2.2
nand2b_1	3	0.35
nand3_1	15	1.4
nand3b_1	3	0.42
nor2_1	31	2.2
nor2b_1	2	0.23
nor3_1	8	0.74
o211a_1	2	0.37
o211ai_1	3	0.42
o21a_1	2	0.28
o21ai_0	12	1.1
o21ai_1	4	0.37
o221ai_1	4	0.65
o22ai_1	7	0.81
or2_1	2	0.23
or2_2	3	0.35
xnor2_1	5	0.81
xor2_1	5	0.81
[area by class of cell]
type | count | area [um^2]
Clock buffer | 11 | 233
Inverter | 27 | 101
Tap cell | 225 | 282
Multi-Input combinational cell | 338 | 2510
Clock inverter | 4 | 30.0
Fill cell | 1643 | 10700
Sequential cell | 89 | 2650
Timing Repair Buffer | 89 | 881
[logic make-up (layout without fill, tap and decap cells)]
kind of cell / count (synthesis) / count (layout) / synth area share [%]
AND-OR/OR-AND: 161 / 161 / 22.0
XOR/XNOR: 10 / 10 / 1.62
adder cells (fa/ha/maj): 45 / 45 / 10.4
buffers and inverters: 51 / 131 / 4.29
flip-flops: 89 / 89 / 49.2
multiplexers: 11 / 11 / 2.16
AND/OR/NAND/NOR: 111 / 111 / 10.2
[power groups by stage]
| stage | Combinational, uW | Clock (uW) | Sequential [uW] |
|---|---|---|---|
| global route | 1300 | 530 | 876 |
| finish | 1170 | 487 | 866 |
| CTS | 1160 | 505 | 866 |
[cells in the final DEF, fill, tap and decap left out, types with 3 or more instances in the layout]
cell / Yosys / layout
a211oi_1: 4 / 4
a21oi_1: 33 / 33
a21oi_2: 3 / 3
a221o_1: 6 / 6
a221oi_1: 18 / 18
a222oi_1: 8 / 8
a22o_1: 7 / 7
a22oi_1: 20 / 20
a31oi_1: 10 / 10
and3_1: 3 / 3
buf_4: 2 / 4
clkbuf_16: 0 / 9
clkdlybuf4s50_1: 0 / 85
dfrtp_1: 3 / 3
edfxtp_1: 85 / 85
ha_1: 45 / 45
inv_1: 26 / 26
mux2_2: 5 / 5
mux2i_1: 6 / 6
nand2_1: 31 / 31
nand2b_1: 3 / 3
nand3_1: 15 / 15
nand3b_1: 3 / 3
nor2_1: 31 / 30
nor3_1: 8 / 8
o211ai_1: 3 / 3
o21ai_0: 12 / 12
o21ai_1: 4 / 4
o221ai_1: 4 / 4
o22ai_1: 7 / 7
or2_2: 3 / 3
xnor2_1: 5 / 5
xor2_1: 5 / 5
Power and IR drop assume default switching activity.
